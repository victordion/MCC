==> design.v <==
module multiplier(clk, rstn, in_1, in_2, result);
    input clk;
    input rstn;
    input [32 - 1 : 0] in_1;
    input [32 - 1 : 0] in_2;
    output [32 - 1 : 0] result;
    reg [32 - 1 : 0] result;
    always@(posedge clk or negedge rstn) begin
        if(!rstn) begin
            result <= 0;
        end
        else begin
            result <= in_1 * in_2;
        end
    end
endmodule
==> run.sh <==
#!/bin/bash
# OpenROAD 26Q1-2900-gdf79404cd8, Yosys 0.63+post, stock flow scripts
make -C /OpenROAD-flow-scripts/flow DESIGN_CONFIG=/design/flow/config.mk WORK_HOME=/design/flow/orfs finish
==> config.mk <==
export PLATFORM = sky130hd
export DESIGN_NAME = multiplier
export DESIGN_NICKNAME = multiplier
export VERILOG_FILES = /design/flow/design.v
export SDC_FILE = /design/flow/constraint.sdc
export NUM_CORES = 4
export LEC_CHECK = 1
export CORE_UTILIZATION = 30
==> constraint.sdc <==
current_design multiplier

set clk_period 1.0
set clk_io_pct 0.2

create_clock -name clk0 -period $clk_period [get_ports {clk}]

set non_clock_inputs [all_inputs -no_clocks]
set_input_delay [expr $clk_period * $clk_io_pct] -clock clk0 $non_clock_inputs
set_output_delay [expr $clk_period * $clk_io_pct] -clock clk0 [all_outputs]
==> run notes <==
The run finished, with violations left. The checks that failed: hold timing, setup timing. The run gives 0 for the number of enable-type register cells in the synthesized netlist.

In this run the critical path is formed by buf_4 -> bufbuf_16 -> and2_4 -> fa_1 -> fa_1 -> fa_1 -> inv_2 -> fa_1 -> inv_2 -> fa_1 -> fa_1 -> fa_1 -> fa_1 -> ha_4 -> and4_4 -> nand3_2 -> nand3b_1 -> a2bb2oi_2 -> o211ai_2 -> a31o_1 -> a21oi_2 -> xnor2_1. The post-synthesis cell count was 1,745; the critical path data required time was 1.19 ns. The number of antenna cells inserted is 0.

The async set or reset register ratio after synthesis works out to 100%. Before CTS, the worst setup slack after placement is -5.91 ns. The run gives 13,800 for the via count of the first global-routing pass. The synthesized area per cell came out at 9.49 um^2. For this run the aggregate overflow at the end of global routing stands at 0. Entering global routing, the biggest net connects 33 pins.

The count of unique library cells instantiated by Yosys came out at 38. The run gives 30 for the count of warning messages emitted by the tools. The run gives 5 for the length of the first detailed-routing pass in iterations. With the total core area at 54,100 um^2, the highest attainable clock frequency is 0.163 GHz.

The worst setup path is captured at a flip-flop. The register with the most flip-flops in the layout has 32 of them. Looking at area per cell type in the netlist, the leader is sky130_fd_sc_hd__fa_1. The die area is 56,200 um^2. The depth of the CTS H-tree is 2.

The per-cell routed wire length is 17.6 um. The predominant post-synthesis flop cell is sky130_fd_sc_hd__dfrtp_1. Setup repair after global routing could not meet its margin everywhere.

In this run the cell area of the synthesized design comes to 16,600 um^2. The number of failing hold endpoints at the final stage was 32. The violation count after the first detailed-routing iteration is 408. The finished layout reports a core utilization of 42.2%. The number of buffers inserted during clock tree synthesis came out at 5. Once detailed placement completed, the half-perimeter wirelength came to 38,900 um. The flow measured a signed area growth from synthesis to layout of 38.1%. The number of synthesis warnings was 1; the final tally of max-slew violations was 0.

In the final layout, the registers with the most flip-flops are result: 32 flops. The die is 237 um wide. In the post-synthesis netlist, the biggest area contributors are sky130_fd_sc_hd__fa_1 (49%), sky130_fd_sc_hd__and2_1 (14%), sky130_fd_sc_hd__ha_1 (9.3%).

The type of the worst min-delay path was in2async. Fraction of final layout cells with drive strength greater than 1: 33.1%. The most frequent cell after synthesis is sky130_fd_sc_hd__fa_1. For the global-route usage over all layers, the log shows 19.3%. Final tally of setup violations: 36. The tools report the category of the worst setup path launch point as an input pin. The tree built by TritonCTS fans out to 32 sinks.

The worst path arrival time came out at 6.31 ns. The share of the cycle needed by the critical path after routing was 612%; the post-synth area from yosys stat was 16,600 um^2. The transition time recorded at the tightest slew-check pin is 0.398 ns.

Summing the sequential cell areas from Yosys gives 4.83% of the chip area. The run gives 0 for the DRC violations left. The final sum of negative setup slack is -125.28 ns.

The detailed-route wire length is 49,300 um. The floorplan has 85 rows. As logged by OpenROAD, the buffers inserted on ports number 97. Top register by number of flip-flops: result.

Number of primary I/O pins: 98. The number of buffers on the longest clock path is 2, and the final hold slack is -0.148 ns. The tool flagged a number of max-cap violations equal to 0. The slowest stage of the critical path is the sky130_fd_sc_hd__fa_1 cell. Yosys stat counts 1,745 cells in the synthesized netlist. The die span in y was 237 um. The category of the most critical setup path is in2reg. The run gives 0.917 as the placer's final routability congestion estimate. Counting flops and latches in the post-synthesis netlist gives 32.

The run gives 0 for the initial antenna violation count. TritonCTS built the clock tree. Dominant cell type by count on the critical path: sky130_fd_sc_hd__fa_1. The final layout report lists a filler cell count of 4,906. The top cell type by area accounts for 49.3% of the synthesized area. The worst path in the final design needs a cycle of 6.12 ns, including I/O delays and setup. The first global-routing pass estimated 78,200 um of wire. The largest fanout on the critical path was 6. By count the netlist is led by sky130_fd_sc_hd__fa_1 (408), sky130_fd_sc_hd__and2_1 (367), sky130_fd_sc_hd__inv_1 (362), sky130_fd_sc_hd__nand2_1 (179), sky130_fd_sc_hd__ha_1 (123). After detailed routing, the number of vias per cell comes to 4.50. The cell at the root of the clock tree is sky130_fd_sc_hd__clkbuf_16.

The tools report the remaining max-slew budget at the tightest pin as 73.3%. The final worst slack is -5.12 ns. The run gives 0 for the post-detailed-route count of antenna-violating nets.

The routed layout has 12,600 vias. Clock-pin slew was measured on the worst setup and hold paths at 0.07 ns. The run gives 30.6% as the initial core utilization. The biggest cell delay along the critical path came out at 0.55 ns.
-- cell type report --
cell class	count	area [um^2]	share of cell area (%)
clock inverters	3	42.5	0.186
inverters	362	1360	5.94
repair buffers	428	4240	18.6
multi-input cells	1269	15400	67.5
well taps	696	871	3.81
clock buffers	5	125	0.547
flip-flops and latches	32	801	3.50
-- kinds of logic after synthesis --
family	Yosys count	synth area share, %
AND/OR/NAND/NOR	573	18.8
adder cells (fa/ha/maj)	531	58.6
buffers and inverters	444	10.1
XOR/XNOR	86	4.55
AND-OR/OR-AND	79	3.16
flip-flops	32	4.83
-- through the flow --
stage / instance area [um^2] / std cells
floorplan: 17100 / 1745
global placement: 20600 / 2686
detailed placement: 20600 / 2686
CTS: 22400 / 2775
global route: 22900 / 2795
finish: 22900 / 2795
-- critical path: cells and delay by family --
family,cells,cell delay [ns]
AOI/OAI and AO/OA,4,0.55
and+or+nand+nor,4,0.66
buffers and inverters,4,0.49
adders and majority gates,9,4.29
xor gates and xnor gates,1,0.12
-- cells in the final DEF (no fill, tap or decap), types with 4 or more instances in the layout --
cell / n
sky130_fd_sc_hd__fa_1: 357
sky130_fd_sc_hd__inv_1: 323
sky130_fd_sc_hd__and2_1: 306
sky130_fd_sc_hd__buf_4: 213
sky130_fd_sc_hd__nand2_1: 162
sky130_fd_sc_hd__ha_1: 76
sky130_fd_sc_hd__buf_6: 62
sky130_fd_sc_hd__and2_4: 61
sky130_fd_sc_hd__xnor2_1: 56
sky130_fd_sc_hd__fa_2: 51
sky130_fd_sc_hd__buf_2: 47
sky130_fd_sc_hd__ha_4: 46
sky130_fd_sc_hd__inv_2: 39
sky130_fd_sc_hd__buf_12: 38
sky130_fd_sc_hd__dfrtp_1: 32
sky130_fd_sc_hd__buf_8: 17
sky130_fd_sc_hd__xor2_1: 16
sky130_fd_sc_hd__nand2_2: 14
sky130_fd_sc_hd__a21oi_2: 14
sky130_fd_sc_hd__xnor2_2: 13
sky130_fd_sc_hd__clkbuf_2: 13
sky130_fd_sc_hd__clkdlybuf4s50_1: 10
sky130_fd_sc_hd__a21oi_1: 9
sky130_fd_sc_hd__nor2_1: 7
sky130_fd_sc_hd__bufbuf_16: 7
sky130_fd_sc_hd__a21o_1: 6
sky130_fd_sc_hd__clkbuf_16: 6
sky130_fd_sc_hd__dlymetal6s2s_1: 6
sky130_fd_sc_hd__o21ai_1: 5
sky130_fd_sc_hd__o21ai_2: 5
sky130_fd_sc_hd__o21bai_1: 5
sky130_fd_sc_hd__o21ai_0: 4
sky130_fd_sc_hd__nand4_1: 4
sky130_fd_sc_hd__buf_16: 4
sky130_fd_sc_hd__dlygate4sd2_1: 4
-- timing repair --
action                     in CTS  in global routing
setup endpoints to repair      63                 52
setup buffers                  69                 30
hold endpoints to repair       32                 32
resized                       496                168
pin swaps                     180                100
gates cloned                   13                  1
-- metal layers --
| layer | wire [um] | track usage, % | vias to the layer above |
|---|---|---|---|
| met5 | 0 | 0 | - |
| met4 | 1310 | 3.33 | 0 |
| met3 | 5370 | 8.75 | 60 |
| met2 | 23200 | 30.4 | 432 |
| met1 | 19300 | 25.2 | 6299 |
| li1 | - | - | 5773 |
-- how the worst max path moves through the flow --
| stage | cells past startpoint | end | startpoint | slack [ns] |
|---|---|---|---|---|
| 4_1_cts | 21 | result[31] | in_1[22] | -5.20 |
| 5_1_grt | 27 | result[29] | in_2[2] | -5.28 |
| 6_report | 22 | result[30] | in_2[5] | -5.12 |
