<file path="./design.v">
module adder(clk, rstn, in_1, in_2, result);
    input clk;
    input rstn;
    input [32 - 1 : 0] in_1;
    input [32 - 1 : 0] in_2;
    output [32 - 1 : 0] result;
    reg [32 - 1 : 0] result;
    always@(posedge clk or negedge rstn) begin
        if(!rstn) begin
            result <= 0;
        end
        else begin
            result <= in_1 + in_2;
        end
    end
endmodule
</file>
<file path="./run.sh">
#!/bin/bash
# OpenROAD 26Q1-2900-gdf79404cd8, Yosys 0.63+post, stock flow scripts
make -C /OpenROAD-flow-scripts/flow DESIGN_CONFIG=/design/flow/config.mk WORK_HOME=/design/flow/orfs finish
</file>
<file path="./config.mk">
export PLATFORM = sky130hd
export DESIGN_NAME = adder
export DESIGN_NICKNAME = adder
export VERILOG_FILES = /design/flow/design.v
export SDC_FILE = /design/flow/constraint.sdc
export NUM_CORES = 4
export LEC_CHECK = 1
export CORE_AREA = 10 10 113 113
export DIE_AREA = 0 0 123 123
</file>
<file path="./constraint.sdc">
current_design adder

set clk_period 1.0
set clk_io_pct 0.2

create_clock -name clk0 -period $clk_period [get_ports {clk}]

set non_clock_inputs [all_inputs -no_clocks]
set_input_delay [expr $clk_period * $clk_io_pct] -clock clk0 $non_clock_inputs
set_output_delay [expr $clk_period * $clk_io_pct] -clock clk0 [all_outputs]
</file>
==> flow_summary.ini <==
; implementation run metrics
[outcome]
status = finished, violations left
failed_checks = negative setup slack

[pwr]
p_clk_frac = 0.170
p_int_mw = 3.789
pwr-share-seq = 0.292
ir_drop_uv = 511.3
total_power_mw = 5.622
switching_share = 0.3261
p_leak_nw = 2.388
powerDensity_nw_per_um2 = 1054
comb_power_share = 0.538
switching_power_mw = 1.833

[global_route]
grt_overflow = 0
grt_max_degree = 33
grt_pass1_vias = 3023
grt_antenna_before_repair = 0
grt_pass1_wl_mm = 14.60
grt_use_total = 0.1167

[logic_synthesis]
ys_cells = 272
postSynthSeqShare = 0.3142
synth.largest_area_cell = dfrtp_1
synth_cell_types = 52
edf_count = 0
ys_chip_area_um2 = 2549
top_cells_by_area = dfrtp_1, ha_1, a21oi_1, a21o_1, xor2_1
yosysTopAreaCellShare = 0.3142
synthFlopType = dfrtp_1
avgSynthCellArea_um2 = 9.370
syn_area_um2 = 2549
ys_ff = 32
synthesis.instances = 272
ys_warn_count = 1
ys_async_sr_fraction = 1.000

[critical_path]
critPathKind = input pin to flop
cp_slowest_stage_delay_ps = 350
startpoint = in_1[4]
arrival_ps = 2010
path_max_fanout = 4
crit_family = AND-OR/OR-AND gates
end_kind = flop
critPathBufInv = 1
cp_cell_sequence = buf_2, ha_4, o211ai_2, o21ai_4, o21bai_4, a22oi_4, a31oi_4, o311a_1, or3_1
crit_path_start_kind = input pin
worst_path_max_delay_cell = or3_1
required_ps = 1170

[detailed_routing]
wl_mm = 9.121
drc = 0
antenna_left = 0
via_count = 2867
wl_per_cell_um = 14.71
n_antenna_cell = 0
drtIter0Drc = 79
first_pass_iters = 4
viasPerCell = 4.624

[job]
openroad.warnings = 28
maxCapViolCount = 0

[sta]
final-hold-violation-count = 0
layout_setup_ws_ps = -840.2
timing.final.crit_period_ps = 1840
fin_crit_sh = 1.840
slew_viol_final = 0
tightest_slew_ps = 315.3
rsz0062_at_grt = yes
worst_hold_slack_ps = 118.7
relSlewSlack = 0.7898
fmax_ghz = 0.5434
setup_viol = 29

[layout]
layout.area.comb_um2 = 2575
drive_above_1_share = 0.6302
largest_reg_flops = 32
regMostFlops = result
fillers = 870
lay_top_count = buf_4
layout_top_cells = buf_4, buf_2, buf_6
area_growth_syn_to_layout_pct = 109.3
final_cell_count_no_fill = 620
final_util = 0.5167
final-seq-area_um2 = 800.8
reg_top3 = result: 32 flops

[hold_path]
whs_endpoint = result[0]
hold_depth = 2
hold_start = in_1[0]
hold_path_class = input pin to flop

[die]
chip_area_um2 = 15130
fp.coreArea_um2 = 10320
die_w_um = 123
io_pins = 98
die_h_um = 123
fp_util = 0.2469
rows = 37

[clocking]
clkTransAtPathRegs_ps = 80
cts-root-buf = clkbuf_8
cts_sinks = 32
cts_buffer_depth = 2
cts_max_level = 2
numCtsBuffers = 5
ctsHoldBuffers = 0
cts_tree = yes

[placement]
pre_cts_slack_ps = -1594
port_buffers = 97
place_inst = 582
globalplace.congestion = 0.8862
dp_hpwl_mm = 7.117
==> per-layer routing <==
layer | up-vias | share of wire | track usage
li1 | 1438 | - | -
met1 | 1359 | 0.43 | 0.1477
met2 | 58 | 0.50 | 0.2085
met3 | 12 | 0.054 | 0.02266
met4 | 0 | 0.013 | 0.01310
met5 | - | 0 | 0
==> Yosys cell counts, types with 2 or more instances <==
master and number:
nand4_1 7, dfrtp_1 32, a311oi_1 2, nand2b_1 2, o221ai_1 2, nand2_1 19
o21bai_1 4, a211oi_1 3, buf_2 4, ha_1 31, o21ai_1 7, o21ai_0 7
a21o_1 19, o21a_1 2, nand3_1 10, clkbuf_1 6, nor2_1 12, mux2i_1 2
nor3_1 4, a21oi_1 29, and3_1 2, o211ai_1 2, o311ai_1 2, a31oi_1 3
xnor2_1 13, xor2_1 15, or2_2 2, inv_1 5
==> logic make-up (layout without fill, tap and decap cells) <==
group | after synthesis | in the layout | synth area share
multiplexers | 2 | 2 | 0.007855
flip-flops | 32 | 32 | 0.3142
buffers and inverters | 16 | 228 | 0.02553
AND/OR/NAND/NOR | 65 | 65 | 0.1242
XOR/XNOR | 28 | 28 | 0.09622
adder cells (fa/ha/maj) | 32 | 32 | 0.1600
AND-OR/OR-AND | 97 | 97 | 0.2720
==> metrics by stage <==
step / TNS (ps) / area [µm²]
floorplan: -16720 / 2887
global placement: -36790 / 4624
detailed placement: -37080 / 4624
CTS: -16840 / 5104
global route: -18270 / 5334
finish: -16550 / 5334
==> final cells by class <==
type / count / share of cell area
Multi-Input combinational cell: 224 / 0.4828
Timing Repair Buffer: 215 / 0.3164
Sequential cell: 32 / 0.1501
Tap cell: 136 / 0.03190
Clock buffer: 6 / 0.01361
Inverter: 6 / 0.004222
Clock inverter: 1 / 0.0009383
==> how the worst max path moves through the flow <==
| stage | to | cells after the start |
|---|---|---|
| 5_1_grt | result[31] | 9 |
| 6_report | result[31] | 9 |
| 4_1_cts | result[31] | 9 |
==> power groups by stage <==
stage	logic [mW]	registers [mW]	clock network, mW
CTS	2.86	1.64	0.988
global route	3.30	1.67	1.05
finish	3.03	1.64	0.953
==> timing repair <==
item / CTS / global route
pin swaps: 85 / 53
gates cloned: 0 / 0
gates resized: 345 / 45
setup endpoints to repair: 63 / 36
setup buffers: 22 / 10
No activity file was given, so power comes from the tool's default toggle rates.
